<file path="/design/flow/config.mk">
export PLATFORM = sky130hd
export DESIGN_NAME = MAC_v2
export DESIGN_NICKNAME = MAC_v2
export VERILOG_FILES = /design/flow/design.v
export SDC_FILE = /design/flow/constraint.sdc
export NUM_CORES = 4
export LEC_CHECK = 1
export CORE_AREA = 10 10 109 109
export DIE_AREA = 0 0 119 119
</file>
<file path="/design/flow/constraint.sdc">
current_design MAC_v2

set clk_period 3.8
set clk_io_pct 0.2

create_clock -name clk0 -period $clk_period [get_ports {clk}]

set non_clock_inputs [all_inputs -no_clocks]
set_input_delay [expr $clk_period * $clk_io_pct] -clock clk0 $non_clock_inputs
set_output_delay [expr $clk_period * $clk_io_pct] -clock clk0 [all_outputs]
</file>
<file path="/design/flow/design.v">
module MAC_v2(in1_IFM, in2_IFM, out ,clk, rst_n,in_valid,out_valid);
input [3:0]in1_IFM;
input [3:0]in2_IFM;
reg [3:0]in1,in2;
input clk, rst_n;
input in_valid;
output reg out_valid;
output reg [9:0]out;  
reg [1:0]cstate;
reg [1:0]nstate;
parameter IDLE       = 2'd0;
parameter IN         = 2'd1;
parameter Cal        = 2'd2;
parameter Out        = 2'd3;
always@(posedge clk or negedge rst_n)
begin
	if(!rst_n)
		cstate <= IDLE;
	else 
		cstate <= nstate;
end
always@(*)
begin
	case(cstate)
		IDLE:  
			if(in_valid==1)   
				nstate = IN;      
			else
				nstate = cstate;
		IN:
			nstate = Cal;
		Cal:  
			nstate = Out;         
		Out: 	                           
			nstate = IDLE;
		default
			nstate = cstate;
	endcase
end
always@(posedge clk or negedge rst_n)   
begin
	if(!rst_n)
		begin
			in1 <= 4'd0;
			in2 <= 4'd0;
		end
	else if(in_valid == 1)
		begin
			in1 <= in1_IFM;
			in2 <= in2_IFM;	
		end
	else if(cstate == IDLE)
		begin
			in1 <= 4'd0;
			in2 <= 4'd0;
		end	
	else
		begin
			in1 <= 0;
			in2 <= 0;
		end
end
reg [7:0] temp;
reg [7:0] ttemp;
reg [7:0] tttemp;
always@(posedge clk or negedge rst_n)begin
	if(!rst_n)begin
		temp <= 0;
		ttemp <= 0;
		tttemp <= 0;
	end
	else begin
		temp <= in1*in2;
		ttemp <= temp;
		tttemp <= temp+tttemp;
	end
end
always@(posedge clk or negedge rst_n)
begin
	if(!rst_n)
		out <= 19'd0;
	else if(cstate == Out)
		out <= tttemp;
	else 
		out <= 19'd0;
end
always@(posedge clk or negedge rst_n)
begin
	if(!rst_n)
		out_valid <= 1'd0;
	else if(cstate == Out)
		out_valid <= 1'd1;
	else 
		out_valid <= 1'd0;
end
endmodule
</file>
<file path="/design/flow/run.sh">
#!/bin/bash
# OpenROAD 26Q1-2900-gdf79404cd8, Yosys 0.63+post, stock flow scripts
make -C /OpenROAD-flow-scripts/flow DESIGN_CONFIG=/design/flow/config.mk WORK_HOME=/design/flow/orfs finish
</file>
==> out/qor.yml <==
floorplanning:
  chip_area_sq_um: 14200
  die_width_microns: 119
  initCoreUtil: 0.191
  design.core.area_sq_um: 9640
  height_of_the_chip_microns: 119
  row_count: 36
  io_pins: 22
final_timing:
  final.hold.worst_slack_ns: 0.349
  final_min_period_over_clock_period: 0.708
  fin_ws_ns: 1.11
  final.min_clock_period_ns: 2.69
  fin_worst_skew_ns: 0.00341
  hold_violation_count_in_the_final_report: 0
  max_freq_ghz: 0.372
  setup_total_negative_slack_ns: 0
  slew_viol_final: 0
  rsz0062_at_grt: "no"
  report.final.setup_viol: 0
worst_setup_path:
  timing.critical_path.slowest_cell_delay_ns: 0.54
  cp_data_arrival_time_ns: 2.89
  cp_cell_sequence: "nand2_1 > fa_1 > inv_1 > fa_1 > ha_1 > a211oi_1 > or4b_1 > o2111ai_1"
  setup.worst_path.class: "reg -> reg"
  cp_slowest_cell: "sky130_fd_sc_hd__fa_1"
  critical_path_peak_fanout: 4
  worst_setup_path_start_kind: "flop"
  critPathMostFrequentCell: "sky130_fd_sc_hd__fa_1"
  worstPathRequired_ns: 4.00
  critPathCaptureType: "flop"
clock_tree:
  cts.path.max_buffers: 2
  cts-buffers-inserted: 5
  ctsHoldBuffers: 0
  cts_post_setup_buffers_inserted: 0
  clk_pin_slew_worst_paths_ns: 0.07
  cts_resized: 0
  cts.sinks: 37
  h-tree-depth: 2
  cts_tree: "done"
  worst_skew_pair.late_latency_ns: 0.28
  cts_root_buffer: "sky130_fd_sc_hd__clkbuf_8"
yosys:
  edf_count: 0
  synth_stat.cells: 154
  post_synth.cell_area_avg_sq_um: 12.0
  syn_area_sq_um: 1840
  ys_top_cells_by_count: "36 x sky130_fd_sc_hd__dfrtp_1, 30 x sky130_fd_sc_hd__and2_1, 19 x sky130_fd_sc_hd__ha_1"
  dominantRegCellSynth: "sky130_fd_sc_hd__dfrtp_1"
  synth-seq-area-share: 0.504
  synthDominantCellAreaShare: 0.489
  synth_async_sr_flop_share: 1.00
  synth.yosys.warnings: 1
  synth.yosys.chip_area_sq_um: 1840
  post_synth_inst_count: 154
  synthDistinctLibCells: 28
  synth_flop_count: 37
  top_area_cell: "sky130_fd_sc_hd__dfrtp_1"
  topCellsByArea: "sky130_fd_sc_hd__dfrtp_1 49%, sky130_fd_sc_hd__ha_1 13%, sky130_fd_sc_hd__and2_1 10%"
  cell_with_the_most_instances_after_synthesis: "sky130_fd_sc_hd__dfrtp_1"
pwr:
  totalPowerFinal_uw: 1060
  leakage_uw: 0.00111
  switching_power_uw: 288
  power.internal_uw: 773
  sw_frac_of_total: 0.271
  irDropWorstVdd_v: 0.000178
  proportion_of_power_drawn_by_combinational_gates: 0.225
  powerDensity_nw_per_um2: 459
  seq_power_share: 0.452
  pwr-share-clk: 0.323
grt:
  grt_remaining_overflow: 0
  grt_first_pass_wirelength_microns: 4990
  grt_pass1_vias: 1106
  grtUsageTotal: 0.0413
  antenna_violations_before_repair: 0
  maximum_number_of_pins_on_one_net_before_global_route_repair: 38
flow_run:
  cap_violations: 0
  log.warning_count: 25
finish:
  area.combinational_sq_um: 872
  syn2layout_area_growth_pct: 25.5
  filler_cell_count: 1040
  ff_latch_area_sq_um: 927
  finalCoreUtilization: 0.240
  final_layout_size_suffix_gt1_frac: 0.0552
routing:
  post_drt_antenna_nets: 0
  drt_pass1_iterations: 4
  number_of_inserted_diodes: 0
  drt_wl_total_microns: 2930
  wl_per_cell_microns: 9.33
  route.vias.total: 1098
  drtIter0Drc: 22
  drc: 0
  routed_via_density: 3.50
placed_design:
  detailedPlace.worstSlack_ns: 1.14
  place.port_buffers: 19
  place.gp.congestion: 0.797
  detailedPlacementHpwl_microns: 2230
run_status:
  run_status: "finished clean"
hold_path:
  hold_path_class: "reg -> reg"
## worst paths after layout
| kind | startpoint | endpoint | slack (ns) | depth (start not counted) |
|---|---|---|---|---|
| worst max-delay path | in1[0] | temp[7] | 1.11 | 8 |
| worst min-delay path | cstate[1] | cstate[3] | 0.35 | 0 |
| worst max register to register | in1[0] | temp[7] | 1.11 | 8 |
| worst min register to register | cstate[1] | cstate[3] | 0.35 | 0 |
| max in group asynchronous | rst_n | cstate[0] | 2.55 | 2 |
| min in group asynchronous | rst_n | out[7] | 0.90 | 2 |
## area by class of cell
cell class | instances | share of cell area
clock inverter | 1 | 0.0130
tap | 133 | 0.0720
sequential | 37 | 0.401
inverter | 8 | 0.0130
multi-input combinational | 108 | 0.378
clock buffer | 7 | 0.0374
timing repair buffer | 20 | 0.0856
## cell usage in the layout (no fill, tap or decap), drive strengths merged
master         netlist  routed
a211oi               3       3
a21o                 4       4
a21oi                8       8
and2                30      30
and3b                2       2
buf                  2       1
bufinv               0       1
clkbuf               0       7
clkdlybuf4s50        0      19
conb                 1       2
dfrtp               36      36
dfstp                1       1
fa                   5       5
ha                  19      19
inv                  8       8
nand2                5       5
nor2                 5       5
nor2b                3       3
nor3                 1       1
o2111ai              1       1
o211ai               5       5
o21a                 1       1
o21ai                3       3
o2bb2ai              1       1
o311ai               1       1
o31a                 1       1
or4b                 1       1
xnor2                4       4
xor2                 3       3
## power by group through the flow
stage         Clock, uW  Combinational, uW  Sequential, uW
global route        371                273             487
finish              342                238             480
CTS                 354                240             480
## routing by layer
layer | GRT usage | part of all wire | vias to the layer above
li1 | - | - | 574
met1 | 0.0614 | 0.54 | 497
met2 | 0.0571 | 0.38 | 23
met3 | 0.0173 | 0.075 | 4
met4 | 0.00382 | 0.0072 | 0
met5 | 0 | 0 | -
## worst max-delay path, delay by kind of cell (launching register included)
family                     cells  cell delay, ns
adders and majority gates      3            1.39
AOI/OAI and AO/OA              2            0.19
buffers and inverters          1            0.06
and+or+nand+nor                2            0.60
DFF                            1            0.37
## cell families after synthesis
logic type | share of synthesized area
buffers and inverters | 0.0245
xor gates and xnor gates | 0.0333
AOI/OAI and AO/OA | 0.103
and+or+nand+nor | 0.150
DFF | 0.504
other | 0.00204
adders and majority gates | 0.184
## registers in the layout (all words and copies together), names as in the netlist
register / flops
in1: 4
out_valid: 1
temp: 8
tttemp: 8
cstate: 4
in2: 4
out: 8
## per-stage QoR
stage,std cells,cell area (sq um)
detailed placement,306,2190
global placement,306,2190
global route,314,2310
finish,314,2310
floorplan,155,1840
CTS,314,2310
No activity file was given, so power comes from the tool's default toggle rates.
