==> design/flow/design.v <==
module MAC(in1_IFM, in2_IFM, out ,clk, rst_n,in_valid,out_valid);  
input [3:0]in1_IFM;
input [3:0]in2_IFM;
reg [3:0]in1,in2;
input clk, rst_n;
input in_valid;
output reg out_valid;
output reg [9:0]out;   
reg [8:0]sum;
reg [5:0]counter;
wire [7:0] fprod;
wire [9:0]fadd;
wire temp_1;
wire [7:0]temp_0;
reg [7:0] data_a, data_b, fprod_1;
reg [1:0]cstate;
reg [1:0]nstate;
parameter IDLE       = 2'd0;
parameter IN         = 2'd1;
parameter Cal        = 2'd2;
parameter Out        = 2'd3;
always@(posedge clk or negedge rst_n)
begin
	if(!rst_n)
		cstate <= IDLE;
	else 
		cstate <= nstate;
end
always@(*)
begin
	case(cstate)
		IDLE:  
			if(in_valid==1)   
				nstate = IN;      
			else
				nstate = cstate;
		IN:
			nstate = Cal;
		Cal:  
			nstate = Out;         
		Out: 	                           
			nstate = IDLE;
		default
			nstate = cstate;
	endcase
end
always@(posedge clk or negedge rst_n)   
begin
	if(!rst_n)
		begin
			in1 <= 4'd0;
			in2 <= 4'd0;
		end
	else if(in_valid == 1)
		begin
			in1 <= in1_IFM;
			in2 <= in2_IFM;	
		end
	else if(cstate == IDLE)
		begin
			in1 <= 4'd0;
			in2 <= 4'd0;
		end	
	else
		begin
			in1 <= 0;
			in2 <= 0;
		end
end
wallace_mul wm_1(in1, in2, fprod);
Adder addr_1(fprod_1, sum, 1'd0, temp_0, temp_1);
always@(posedge clk or negedge rst_n)begin
	if(!rst_n)begin
		fprod_1 <= 0;
		sum <= 0;
		counter <= 0;
	end
	else begin
		if(counter>=3&&counter<=20)begin
			fprod_1 <= fprod;
			sum <= {temp_1 , temp_0};
			counter <= counter+1;
		end
		else begin
			fprod_1 <= fprod;
			sum <= {temp_1 , temp_0};
			counter <= counter +1;
		end
	end
end
always@(posedge clk or negedge rst_n)
begin
	if(!rst_n)
		out <= 19'd0;
	else if(cstate == Out)
		out <= sum;
	else 
		out <= 19'd0;
end
always@(posedge clk or negedge rst_n)
begin
	if(!rst_n)
		out_valid <= 1'd0;
	else if(cstate == Out)
		out_valid <= 1'd1;
	else 
		out_valid <= 1'd0;
end
endmodule
module Adder(
	A,	
	B,
	cin,
	S,
	cout
    );
input [7:0]A;
input [8:0]B;
input cin;
output wire [7:0] S;
output wire cout;
assign {cout,S} = A + B;
endmodule
module wallace_mul(A,B,prod);
    input [3:0] A,B;
    output [7:0] prod;
    wire s11,s12,s13,s14,s15,s22,s23,s24,s25,s26,s32,s33,s34,s35,s36,s37;
    wire c11,c12,c13,c14,c15,c22,c23,c24,c25,c26,c32,c33,c34,c35,c36,c37;
    wire [6:0] p0,p1,p2,p3;
    assign  p0 = A & {4{B[0]}};
    assign  p1 = A & {4{B[1]}};
    assign  p2 = A & {4{B[2]}};
    assign  p3 = A & {4{B[3]}};
    assign prod[0] = p0[0];
    assign prod[1] = s11;
    assign prod[2] = s22;
    assign prod[3] = s32;
    assign prod[4] = s34;
    assign prod[5] = s35;
    assign prod[6] = s36;
    assign prod[7] = s37;
    half_adder ha11 (p0[1],p1[0],s11,c11);
    fulladder fa112(p0[2],p1[1],p2[0],s12,c12);
    fulladder fa113(p0[3],p1[2],p2[1],s13,c13);
    fulladder fa114(p1[3],p2[2],p3[1],s14,c14);
    half_adder ha15(p2[3],p3[2],s15,c15);
    half_adder ha22 (c11,s12,s22,c22);
    fulladder fa123 (p3[0],c12,s13,s23,c23);
    fulladder fa124 (c13,c32,s14,s24,c24);
    fulladder fa125 (c14,c24,s15,s25,c25);
    fulladder fa126 (c15,c25,p3[3],s26,c26);
    half_adder ha32(c22,s23,s32,c32);
    half_adder ha34(c23,s24,s34,c34);
    half_adder ha35(c34,s25,s35,c35);
    half_adder ha36(c35,s26,s36,c36);
    half_adder ha37(c36,c26,s37,c37);
endmodule
module half_adder(in1,in2, sum, cout );
input in1,in2;
output sum,cout;
assign {cout,sum}=in1+in2;
endmodule
module fulladder(in1,in2,cin,sum,cout);
input in1,in2;
input cin;
output sum,cout;
assign {cout,sum}=in1+in2+cin;
endmodule
==> design/flow/run.sh <==
#!/bin/bash
# OpenROAD 26Q1-2900-gdf79404cd8, Yosys 0.63+post, stock flow scripts
make -C /OpenROAD-flow-scripts/flow DESIGN_CONFIG=/design/flow/config.mk WORK_HOME=/design/flow/orfs finish
==> design/flow/config.mk <==
export PLATFORM = sky130hd
export DESIGN_NAME = MAC
export DESIGN_NICKNAME = MAC
export VERILOG_FILES = /design/flow/design.v
export SDC_FILE = /design/flow/constraint.sdc
export NUM_CORES = 4
export LEC_CHECK = 1
export CORE_AREA = 10 10 110 110
export DIE_AREA = 0 0 120 120
==> design/flow/constraint.sdc <==
current_design MAC

set clk_period 3.9
set clk_io_pct 0.2

create_clock -name clk0 -period $clk_period [get_ports {clk}]

set non_clock_inputs [all_inputs -no_clocks]
set_input_delay [expr $clk_period * $clk_io_pct] -clock clk0 $non_clock_inputs
set_output_delay [expr $clk_period * $clk_io_pct] -clock clk0 [all_outputs]
==> reports/notes.md <==
The highest routed metal layer is met4. After floorplanning, the core was divided into 36 placement rows. In this run the clock root is driven by a clkbuf_8. For the wire length of the first global-routing pass, the log shows 4885 microns.

After layout, the minimum clock period comes to 3538 ps. The run gives 52.02% for the fraction of post-synthesis cell area in the top cell type by area. Measured on the finished design, the core utilization comes to 23.31%. The chip occupies 14,400 sq um. Counting pins that exceed their max-slew limit in the final report gives 0. Number of post-CTS setup repair buffers: 0. The initial antenna violation count is 0, and the arrival time of data at the critical path endpoint is 3720 ps.

With the post-route total power at 1.003 mW, the warning count from the yosys run is 1. OpenROAD warning count: 25. In the hold report, the worst path ends at cstate[3]$_DFF_PN0_. Per Yosys stat, the portion of area used by sequential elements is 53.46%. Before placement the cells fill 18.70% of the core. Register cell area after layout: 977.2 sq um. The worst setup path is launched from a flop. Setup clock skew after layout: 7.172 ps. The detail route stage leaves a number of antenna-violating nets equal to 0.

The power per cell area is 440.1 nW/um^2, and the number of remaining DRC errors is 0. The largest total area in the synthesized netlist belongs to dfrtp_1. The multi-input combinational cells in the finished layout cover a total of 775.7 sq um. The worst flop-to-flop path startpoint was in2[0]$_DFF_PN0_. The final timing report gives a worst setup slack of 361.9 ps. The maximum number of pins on one net before global-route repair was 40.

Yosys mapped a number of flops with a built-in enable equal to 0. Max fanout on the critical path was recorded as 4. From synthesis to final layout, the design area changed by 24.64%. Of the cells placed in the final design, the portion with a size suffix greater than 1 is 7.303%. In this run, distinct cell masters in the synthesized netlist total 26. During I/O placement, the number of pins put on the boundary was 22. STA classifies the critical path endpoint as a flop. Data on the critical path is required at its endpoint by 4080 ps. The detailed router placed 1,003 vias in this run. The number of buffers created by CTS is 5, and the final wirelength is 2681 microns.

Summing the areas of all fa, ha and maj instances in the mapped netlist gives 19.03% of the synthesized area. The number of fill cells in the layout is 1,027. The worst hold slack was 350.2 ps.

The post-CTS hold buffer count recorded in the log is 0. Class of the tightest hold or removal check: flop to flop. The run gives 120 microns for the chip width. After synthesis, the mean cell area works out to 12.19 sq um. TritonCTS built the clock tree. The post-route setup TNS was 0 ps; the count of H-tree levels built during CTS was 2. The critical path is of the flop to flop type. Number of global-route vias before repair: 1,124. The leakage power of the design was 1.064 nW; the initial detailed-routing violation count was 28. Summed over all nets, wire length on met2 after detailed routing comes to 948 microns.

The worst path uses 90.72% of the clock period. Global routing consumed, over all layers together, 4.005% of the routing resources. After synthesis, the design contains 150 cells according to Yosys. Setup repair after global routing left no endpoint under its margin.

For the routability congestion estimate, the log shows 0.7904. The post-synthesis cell area came out at 1828 sq um. The main area contributors are dfrtp_1 52%, ha_1 10%, and2_1 9.9%, fa_1 8.8%, inv_1 3.7%. The register bit count reported by yosys is 39. After detailed routing, the wire length on met1 is 1434 microns. STA reports a reg2reg setup slack of 360 ps. Before antenna repair, the detailed router went through 4 iterations. End of the worst register-to-register path: fprod_1[7]$_DFF_PN0_.

Per the synthesis report, the AND-OR/OR-AND share of the synthesized area is 5.065%. The logs give 150 for the count of mapped cells out of synthesis and 0 for the sum of overflow across all layers after global routing. The run gives 39 for the number of clock sinks. TritonRoute output was used to compute an average wire per cell of 8.621 microns. The highest clock rate this design can be run at is 0.2826 GHz.

In the synthesized netlist, mux cells make up 0.5476% of the area. The cell-mix breakdown from Yosys lists the XOR/XNOR area share as 3.354%. After synthesis, the chip area reported by Yosys is 1828 sq um. The run gives 2011 microns for the HPWL reported at the end of detailed placement.

For the worst min-delay path, the startpoint reported by OpenROAD is cstate[1]$_DFF_PN0_. Post-CTS repair ended up resizing 0 cells. The number of max-cap violations came out at 0. The tools report the length of routed met3 wiring as 276 microns. The commonest cells after synthesis are 38 x dfrtp_1, 29 x and2_1, 18 x inv_1. In this run, the synthesized area fraction spent on and/or/nand/nor cells is recorded as 14.24%. The largest buffer count on any clock path is 2. The flow ran to the end, and the final reports show no timing, DRC or antenna violations.

Antenna repair during routing inserted a diode count of 0. For the final tally of setup violations, the log shows 0. From bottom edge to top edge, the die measures 120 microns.

At the later pin of the worst-skew pair, clock insertion delay measures 290 ps. The via-per-instance ratio came out at 3.225. Dominant combinational cell family by area after synthesis: adder cells. The depth of the worst register-to-register path is 13. After floorplanning, the core was sized to cover 9774 sq um. The final timing report lists a hold violation count of 0.

The most used flip-flop cell after synthesis is dfrtp_1. The async set-reset flop share out of synthesis was 100.0%. The worst hold path cell count is 0. Worst ir drop on vdd: 0.1782 mV. The most popular library cell in the synthesized design by count is dfrtp_1. The number of buffers inserted by port buffering is 20, and the post-placement worst setup slack is 360.1 ps. The clock-pin slew of the registers on the worst-case setup and hold paths is 80 ps.
[layout make-up]
cell class	instances	share of cell area (%)
well taps	133	7.304
clock buffers	5	3.020
flip-flops and latches	39	42.89
repair buffers	21	8.896
multi-input cells	92	34.05
inverters	18	2.965
clock inverters	3	0.8786
[logic make-up after synthesis]
| group | count (synthesis) |
|---|---|
| AOI/OAI and AO/OA | 15 |
| xor gates and xnor gates | 7 |
| adders and majority gates | 23 |
| buffers and inverters | 19 |
| DFF | 39 |
| muxes | 1 |
| other | 1 |
| and+or+nand+nor | 45 |
[layer usage]
layer | vias up | global-route usage (%)
li1 | 533 | -
met1 | 437 | 5.623
met2 | 31 | 5.571
met3 | 2 | 1.999
met4 | 0 | 0.6033
met5 | - | 0
[placed cells by master, fill, tap and decap left out, drive strengths merged, types with 5 or more instances in the layout]
cell	n
a21oi	7
and2	29
clkbuf	5
clkdlybuf4s50	19
dfrtp	38
fa	8
ha	15
inv	18
nand2	8
xnor2	6
[power by group]
part	leakage (nW)	total, mW	switching [mW]	internal (mW)
clock	0.0402	0.268	0.143	0.124
combinational	0.517	0.238	0.130	0.108
sequential	0.507	0.497	0.0352	0.462
[flip-flops by register name (all words and copies together), names as in the netlist]
name / count
out: 9
in2: 4
cstate: 4
sum: 9
out_valid: 1
fprod_1: 8
in1: 4
[worst max-delay path, stage by stage, from the launching register on]
cell	delay, ps
dfrtp_1	400
and2_1	180
fa_1	530
inv_1	50
fa_1	460
inv_1	60
ha_1	140
inv_1	50
fa_1	370
fa_1	390
fa_1	490
inv_1	40
ha_1	170
xnor2_1	120
[how the worst max path moves through the flow]
stage / startpoint / end / slack [ps]
global route: in2[0]$_DFF_PN0_ / fprod_1[7]$_DFF_PN0_ / 180
finish: in2[0]$_DFF_PN0_ / fprod_1[7]$_DFF_PN0_ / 360
CTS: in2[0]$_DFF_PN0_ / fprod_1[7]$_DFF_PN0_ / 350
[per-stage QoR]
step                cells  area [sq um]
finish                311          2278
global route          311          2278
CTS                   311          2278
detailed placement    303          2190
global placement      303          2190
floorplan             150          1828
Power is estimated from default activity; no workload was simulated.
